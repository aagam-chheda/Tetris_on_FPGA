==> design.v <==
`timescale 1ns / 1ps
module VGA(
    input clk, reset,
    input [11:0] SW,
    output reg hsync, vsync,
    output reg [11:0] vga,
    output [9:0] x,y
    );
    reg [1:0] clk_vga;
    always @(posedge clk) begin
        if (reset) clk_vga <= 0;
        else clk_vga <= clk_vga + 1'b1;
    end
    wire tick_25M = (clk_vga == 2'b11) ? 1 : 0;
   localparam HD = 640;   
   localparam HF = 16;    
   localparam HB = 48;    
   localparam HR = 96;    
   localparam HT = HD+HF+HB+HR;  
   localparam VD = 480;   
   localparam VF = 10;    
   localparam VB = 33;    
   localparam VR = 2;     
   localparam VT = VD+VF+VB+VR;  
   reg [9:0] hcount, vcount;
   reg [9:0] hcount_next, vcount_next;
   always @(*) begin
    if (tick_25M) begin
        hcount_next = (hcount==HT-1) ? 0 : hcount + 1;
        if (hcount == HT-1) vcount_next = (vcount==VT-1) ? 0 : vcount + 1;
        else vcount_next = vcount;
    end
    else begin
        hcount_next = hcount;
        vcount_next = vcount;
    end
   end
   always @(posedge clk) begin
    if (reset) {hcount,vcount} <= 'b0;
    else begin
        hcount <= hcount_next;
        vcount <= vcount_next;
    end
   end
   wire display_area_on = (hcount < HD) && (vcount < VD);
   wire hsync_next = ((hcount>=(HD+HF)) && (hcount<=(HD+HF+HR-1))) ? 0 : 1;
   wire vsync_next = ((vcount>=(VD+VF)) && (vcount<=(VD+VF+VR-1))) ? 0 : 1;
   wire [11:0] vga_next = (display_area_on) ? SW : 0;
   always @(posedge clk) begin
    if (reset) {hsync,vsync,vga} <= 0;
    else begin
        hsync <= hsync_next;
        vsync <= vsync_next;
        vga <= vga_next;
    end
   end
   assign x = hcount;
   assign y = vcount;
endmodule
==> run.sh <==
#!/bin/bash
# OpenROAD 26Q1-2900-gdf79404cd8, Yosys 0.63+post, stock flow scripts
make -C /OpenROAD-flow-scripts/flow DESIGN_CONFIG=/design/flow/config.mk WORK_HOME=/design/flow/orfs finish
==> config.mk <==
export PLATFORM = sky130hd
export DESIGN_NAME = VGA
export DESIGN_NICKNAME = VGA
export VERILOG_FILES = /design/flow/design.v
export SDC_FILE = /design/flow/constraint.sdc
export NUM_CORES = 4
export LEC_CHECK = 1
export CORE_UTILIZATION = 30
==> constraint.sdc <==
current_design VGA

set clk_period 2.2
set clk_io_pct 0.2

create_clock -name clk0 -period $clk_period [get_ports {clk}]

set non_clock_inputs [all_inputs -no_clocks]
set_input_delay [expr $clk_period * $clk_io_pct] -clock clk0 $non_clock_inputs
set_output_delay [expr $clk_period * $clk_io_pct] -clock clk0 [all_outputs]
==> metrics.cfg <==
[clock_network]
clockRootBuffer=clkbuf_8
h-tree-depth=2
post-cts-setup-buffer-count=0
tritoncts=yes
post_cts_resize_count=0
cts-root-to-sink-buffers=2
tritoncts.num_buffers=5
clkSinkCount=36
clkSlewWorstSetupHoldPaths_ns=0.07
count_of_hold_buffers_inserted_by_post_cts_repair=0
clock_latency_ns=0.29

[timing]
report.final.slew_viol_count=0
tightest_slew_ns=0.371
layout_worst_path_cycle_share_pct=90.1
worst_slew_margin_rel_pct=75.2
number_of_setup_violations_in_the_final_report=0
setup_repair_after_global_routing_missed_its_margin=false
finalSetupTns_ns=0
min_period_ns=1.98
timing.clock.skew_ns=0.00626
achievable-frequency_ghz=0.505
report.final.hold_viol_count=0

[critical_path]
terminus_of_the_critical_flop_to_flop_path=vcount[8]$_SDFFE_PP0P_
critPathLaunchType=register
family_with_the_most_delay_on_the_worst_path=simple AND/OR/NAND/NOR gates
cp_max_fo=18
crit_path_capture_type=register
timing.critical_path.slowest_cell_delay_ns=0.57
crit_type=reg2reg
worst_reg_to_reg_path_cell_count=5
crit_buf_inv=0
list_of_cells_traversed_by_the_critical_path=ha_1, and4_1, nand4_4, or4_4, a21oi_2
worst_path_max_delay_cell=or4_4
reg2reg_setup_slack_ns=0.22
start_of_the_worst_register_to_register_path=clk_vga[0]$_SDFF_PP0_
crit_arrival_ns=2.20
timing.critical_path.required_ns=2.42

[floorplanning]
core.rowCount=25
initial_core_util_pct=31.8
floorplan.core_area_um2=4790
floorplan.io_pins=48
dieHeight_um=73.2
total_die_size_um2=5360
die_width_um=73.2

[logic_synthesis]
synth.yosys.warnings=1
synth_cells=161
mappedNetlistArea_um2=1520
leading_register_cell_type_out_of_synthesis=dfxtp_1
yosys-top-cells-area=dfxtp_1, and2_1, ha_1
enable_flop_cells=0
largest_area_cell=dfxtp_1
synth.top_cell.area_share_pct=47.4
synth.avg_cell_area_um2=9.44
postSynthSeqShare_pct=47.4
postSynthRegisterBits=36
distinct_cells_synth=36
async_set_or_reset_flop_fraction_in_the_synthesized_netlist_pct=0
ys_cells=161
yosys-stat-area_um2=1520

[power]
power_leakage_nw=0.766
irDropWorstVdd_mv=0.353
fin_total_pwr_w=0.00132
power.density_nw_per_um2=611

[final_layout]
layout.cells.most_common=clkdlybuf4s50_1
finish.instance_area_um2=2170
number_of_standard_cells_in_the_layout_taps_in_and_fillers_out=278
multiInputGateArea_um2=749
layout-drive-gt1-share_pct=7.58
flow.area_growth_from_synthesis_pct=42.5
most-common-layout-cells=clkdlybuf4s50_1, dfxtp_1, nor2_1
utilization_pct=45.3
seq_area_um2=721
fill_cells=475

[placement]
portBuffers=47
total_placed_cells_including_tap_cells=270
place.gp.congestion=0.789
dpl_cell_area_um2=2060
place_hpwl_mm=2.17

[route]
firstDrtPassIters=4
detail_route.antenna_diodes=0
route.antenna.remaining_nets=0
route.detailed.wl_per_inst_um=11.2
viasPerCell=4.60
via_count=1279
initialDrtViolationCount=48
route.detailed.drc=0
routed_wl_mm=3.12

[grt]
grt_start_max_net_pins=19
grt_pass1_wl_mm=5.24
grt_usage_pct=12.8
first_global_vias=1106
globalRoute.totalOverflow=0
grt_antenna_before_repair=0

[min_path]
min-delay-path-class=reg2reg
hold_path_startpoint=clk_vga[0]$_SDFF_PP0_
whs_endpoint=clk_vga[0]$_SDFF_PP0_
timing.hold.worst_path_depth=1

[status]
run_status=completed

[job]
warning_count=28
max_cap_viol_count=0

==> cell type report <==
class / instances / share of cell area [%]
clock buffer: 6 / 3.35
clock inverter: 2 / 1.62
inverter: 5 / 0.867
multi-input combinational: 113 / 34.6
sequential: 36 / 33.3
tap: 67 / 3.87
timing repair buffer: 49 / 22.4
==> layer usage <==
layer | track usage, % | routed length [um]
met5 | 0 | 0
met4 | 1.31 | 22
met3 | 3.64 | 164
met2 | 18.7 | 1400
met1 | 20.0 | 1540
==> logic make-up (layout without fill, tap and decap cells) <==
kind of cell | Yosys count | count (layout) | share of synthesized area [%]
adder cells (fa/ha/maj) | 5 | 5 | 4.12
flip-flops | 36 | 36 | 47.4
buffers and inverters | 12 | 62 | 3.70
AND/OR/NAND/NOR | 74 | 74 | 29.1
AND-OR/OR-AND | 24 | 24 | 9.88
multiplexers | 1 | 1 | 0.658
XOR/XNOR | 9 | 9 | 5.18
==> per-stage QoR <==
stage                     hold WS, ns  setup WS [ns]
final                           0.421          0.219
after global routing            0.451         0.0712
after CTS                       0.422          0.203
after detailed placement        0.413          0.225
after global placement          0.405          0.281
after floorplan                 0.399          0.480
==> state kept, by name, summed over array words and instances (netlist names) <==
name     count
vsync        1
hsync        1
clk_vga      2
vga         12
hcount      10
vcount      10
==> report_power, final <==
part / internal, W / leakage [nW] / switching [W]
registers: 0.000670 / 0.295 / 0.00000620
logic: 0.0000582 / 0.416 / 0.0000222
clock network: 0.000336 / 0.0552 / 0.000231
==> worst register-to-register path, stage by stage, from the launching register on <==
cell and delay, ns:
dfxtp_1 0.33, ha_1 0.30, and4_1 0.34, nand4_4 0.24, or4_4 0.58, a21oi_2 0.13
==> worst max-delay path by stage <==
stage	end	slack (ns)	from	cells past startpoint
6_report	vcount[8]$_SDFFE_PP0P_	0.22	clk_vga[0]$_SDFF_PP0_	5
5_1_grt	vcount[8]$_SDFFE_PP0P_	0.07	clk_vga[0]$_SDFF_PP0_	5
4_1_cts	vcount[8]$_SDFFE_PP0P_	0.20	clk_vga[0]$_SDFF_PP0_	5
==> Yosys cell counts, drive strengths merged, types with 2 or more instances <==
master,instances
dfxtp,36
nor2,13
and2,12
nand2,11
a21oi,10
nand4,8
o21ai,7
or3,7
nand3,6
ha,5
inv,5
xor2,5
buf,4
xnor2,4
and3,3
and4,3
clkbuf,3
nor3,3
a41oi,2
nor4b,2
or4,2
Power figures rest on the tool's default switching activity, not on a simulated workload.
