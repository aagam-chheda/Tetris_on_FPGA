==> run.sh <==
#!/bin/bash
# OpenROAD 26Q1-2900-gdf79404cd8, Yosys 0.63+post, stock flow scripts
make -C /OpenROAD-flow-scripts/flow DESIGN_CONFIG=/design/flow/config.mk WORK_HOME=/design/flow/orfs finish
==> config.mk <==
export PLATFORM = sky130hd
export DESIGN_NAME = debouncer_delayed
export DESIGN_NICKNAME = debouncer_delayed
export VERILOG_FILES = /design/flow/design.v
export SDC_FILE = /design/flow/constraint.sdc
export NUM_CORES = 4
export LEC_CHECK = 1
export CORE_AREA = 10 10 94 94
export DIE_AREA = 0 0 104 104
==> constraint.sdc <==
current_design debouncer_delayed

set clk_period 3.3
set clk_io_pct 0.2

create_clock -name clk0 -period $clk_period [get_ports {clk}]

set non_clock_inputs [all_inputs -no_clocks]
set_input_delay [expr $clk_period * $clk_io_pct] -clock clk0 $non_clock_inputs
set_output_delay [expr $clk_period * $clk_io_pct] -clock clk0 [all_outputs]
==> design.v <==
`timescale 1ns / 1ps
module debouncer_delayed(
    input clk, reset,
    input noisy,
    output debounced
    );
    wire timer_done, timer_reset;
    wire reset_n = ~reset;
    debouncer_delayed_fsm FSM0(
        .clk(clk),
        .reset_n(reset_n),
        .noisy(noisy),
        .timer_done(timer_done),
        .timer_reset(timer_reset),
        .debounced(debounced)
    );
    timer_parameter #(.FINAL_VALUE(1_999_999)) T0(
        .clk(clk),
        .reset_n(~timer_reset),
        .enable(~timer_reset),
        .done(timer_done)
    );
endmodule
`timescale 1ns / 1ps
module debouncer_delayed_fsm(
    input clk, reset_n,
    input noisy, timer_done,
    output timer_reset, debounced
    );
    reg [1:0] state_reg, state_next;
    parameter s0 = 0, s1 = 1, s2 = 2, s3 = 3;
    always @(posedge clk)
    begin
        if (~reset_n)
            state_reg <= 0;
        else
            state_reg <= state_next;
    end
    always @(*)
    begin
        state_next = state_reg;
        case(state_reg)
            s0: if (~noisy)
                    state_next = s0;
                else if (noisy)
                    state_next = s1;
            s1: if (~noisy)
                    state_next = s0;
                else if (noisy & ~timer_done)
                    state_next = s1;
                else if (noisy & timer_done)
                    state_next = s2;
            s2: if (~noisy)
                    state_next = s3;
                else if (noisy)
                    state_next = s2;
            s3: if (noisy)
                    state_next = s2;
                else if (~noisy & ~timer_done)
                    state_next = s3;
                else if (~noisy & timer_done)
                    state_next = s0;
            default: state_next = s0;                                             
        endcase
    end
    assign timer_reset = (state_reg == s0) | (state_reg == s2);
    assign debounced = (state_reg == s2) | (state_reg == s3);
endmodule
`timescale 1ns / 1ps
module timer_parameter
    #(parameter FINAL_VALUE = 255)(
    input clk,
    input reset_n,
    input enable,
    output done
    );
    localparam BITS = $clog2(FINAL_VALUE);
    reg [BITS - 1:0] Q_reg, Q_next;
    always @(posedge clk)
    begin
        if (~reset_n)
            Q_reg <= 'b0;
        else if(enable)
            Q_reg <= Q_next;
        else
            Q_reg <= Q_reg;
    end
    assign done = Q_reg == FINAL_VALUE;
    always @(*)
        Q_next = done? 'b0: Q_reg + 1;
endmodule
==> summary.txt <==
fresh numbers from the pnr run: hpwl dp ~1.4 mm, layout cells sized above 1 0.0543, Post-Syn Area per Cell 8.90 µm², clock latency (worst-skew pair) roughly 0.26 ns, Logic pwr share 0.031, Worst-path clk slew 0.09 ns, status complete, no violations, largest area contributor in the netlist dfxtp_1, pin count of the biggest net entering global routing 22, Simple-Gate Area Share 0.272, xor/xnor share 0.0853, post-synth area from yosys stat ~1100 µm², total negative slack 0 ns, adder share 0.0111, Yosys cell types 33, htree depth 1, Top cells excl fill/tap dfxtp_1, nor2_1, nand3_1, main flop type dfxtp_1, skew final about 0.0033 ns, post-CTS sizing 0, die area between 10000 and 15000 µm², Leakage roughly 0.00039 µW, PortBufs 3, synthesized instance count 127, Reg area between 500 and 600 µm², R2R Path End T0.Q_reg[12], detailed-route via count roughly 840, clk sinks 25, CP Launch Type flip-flop, Synthesis Warnings 2, post-synthesis async set-or-reset flop share 0, critical path class reg -> reg, Post CTS Setup Buffer Count 0, measured slew at the worst slew-check pin about 0.57 ns, Worst Setup End Kind flip-flop, tool warnings 25, total CTS buffers 3, total gr overflow 0, worst path arrival time ~2.2 ns, Combinational Area around 570 µm², Synth top area share 0.443, final setup vio count 0, Hold Buf Count CTS 0, crit-path max cell delay roughly 0.54 ns, Fill cells slightly below 800, Max Cap Viol 0, GRT Total Usage 0.0379, synth top area cells dfxtp_1, xor2_1, nor2_1, Cell Area, Synth 1130 µm², max reg flops 21, Max FO, Critical Path 21, WL/cell a little under 9 µm, yosys aoi share 0.136, PD cells approximately 390 nW/µm², flip-flops with a built-in enable 0, Min-Delay Path Class reg -> reg, hold path cells 1, RR Startpoint T0.Q_reg[8], Sw Share 0.211, Core Rows 30, CTS tree yes, Internal Power between 300 and 400 µW, Top-Level Pins 4, part of the cycle the worst path needs 0.613, core area about 7000 µm², Top logic family simple AND/OR/NAND/NOR gates, Max Clk Rate slightly below 500 MHz, DRT Pass-1 Iters 4, Layout area overhead 14.1%, Yosys Instances roughly 130, Final Hold Viols 0, most used logic cell in the final layout dfxtp_1, MUX share of area 0, Iter 0 DRT Violations a little over 60, Pre-Place Util 0.165, Die H around 100 µm, CTS root buffer clkbuf_8, Core Util, Final 0.189, antenna violations before repair 0, worst-case clock buffer depth 2, Registers, synthesis 25, Rel. slew slack 0.618, final WL 1.98 mm, HP Start T0.Q_reg[0], crit path DRT between 3 and 4 ns, diode count 0, via/cell ratio 3.71, Die Wd 104 µm, RePlAce Congestion about 0.76, critical path's slowest cell or4_4, maximum VDD drop between 0.15 and 0.2 mV, DRC violation count after routing 0, Switch Pwr around 110 µW, flop-to-flop setup slack 1.28 ns, first-pass GRT wire length ~3.6 mm, RSZ-0062 raised after global routing false, sequential share of power 0.611, Worst Hold Path EP T0.Q_reg[0], pins over their slew limit 0, worst reg2reg path depth 4, post-layout min period slightly above 2 ns, Seq/Total Area, Yosys 0.443, clock share of power 0.357, Detail Route Antenna Nets 0, crit-path cells or3b_1, or4_4, o21ai_4, nor2_1, number of global-route vias before repair 806
-- Yosys cell counts (4+ instances only) --
cell     instances
a21oi_1          8
dfxtp_1         25
inv_1            6
nand2_1          4
nand3_1          9
nand4_1          5
nor2_1          14
o21ai_0          7
or3_1            5
xor2_1           8
-- kinds of logic (layout without fill, tap and decap cells) --
family,Yosys count,count (layout)
AND/OR/NAND/NOR,55,55
flip-flops,25,25
AND-OR/OR-AND,24,24
XOR/XNOR,11,11
buffers and inverters,11,13
adder cells (fa/ha/maj),1,1
-- layer usage --
layer | vias to the layer above | GRT usage | share of wire
met3 | 0 | 0.0157 | 0.052
met2 | 10 | 0.0554 | 0.39
met4 | 0 | 0.00199 | 0
li1 | 456 | - | -
met5 | - | 0 | 0
met1 | 369 | 0.0535 | 0.56
-- worst max-delay path, delay by kind of cell (launching register included) --
family             cells  cell delay (ns)
AOI/OAI and AO/OA      1             0.50
DFF                    1             0.34
and+or+nand+nor        3             1.05
-- layout make-up --
cell class              instances  share of cell area
clock buffers                   4              0.0350
inverters                       6              0.0175
multi-input cells              91               0.443
flip-flops and latches         25               0.388
well taps                      96              0.0932
repair buffers                  3              0.0233
-- stage by stage --
step	power, µW	cells	instance area [µm²]	hold WS, ns	setup slack, ns
3_3_place_gp	331	221	1240	0.447	1.31
6_report	504	225	1290	0.469	1.28
3_5_place_dp	331	221	1240	0.453	1.29
5_1_grt	526	225	1290	0.510	1.14
4_1_cts	513	225	1290	0.474	1.27
2_1_floorplan	328	127	1130	0.426	1.59
-- worst max path at each step --
stage / slack, ns / end / startpoint
after CTS: 1.27 / T0.Q_reg[12] / T0.Q_reg[8]
after global routing: 1.14 / T0.Q_reg[2] / T0.Q_reg[20]
final: 1.28 / T0.Q_reg[12] / T0.Q_reg[8]
-- power by group through the flow --
stage     registers [µW]  clock network [µW]  logic, µW
6_report             308                 180       15.9
5_1_grt              309                 199       18.5
4_1_cts              308                 189       16.2
Power figures rest on the tool's default switching activity, not on a simulated workload.
